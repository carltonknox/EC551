<file path="flow/config.mk">
export PLATFORM = sky130hd
export DESIGN_NAME = fib_wrapper
export DESIGN_NICKNAME = fib_wrapper
export VERILOG_FILES = /design/flow/design.v
export SDC_FILE = /design/flow/constraint.sdc
export NUM_CORES = 4
export LEC_CHECK = 1
export CORE_UTILIZATION = 30
</file>
<file path="flow/constraint.sdc">
current_design fib_wrapper

set clk_period 1.1
set clk_io_pct 0.2

create_clock -name clk0 -period $clk_period [get_ports {clk}]

set non_clock_inputs [all_inputs -no_clocks]
set_input_delay [expr $clk_period * $clk_io_pct] -clock clk0 $non_clock_inputs
set_output_delay [expr $clk_period * $clk_io_pct] -clock clk0 [all_outputs]
</file>
<file path="flow/design.v">
`timescale 1ns / 1ps
module fib_wrapper(
    input [7:0] ascii,
    input ready,
    input clk,
    input rst,
    input flag,
    output reg send,
    output reg [3:0] hex,
    output reg [2:0] state
    );
    reg [7:0] num_in;   
    reg [31:0] result;   
    reg [3:0] i;         
    reg input_state;
    reg [5:0] n;
    wire [5:0] n_wire = n;    
    reg fib_rst;
    wire fib_rst_wire = fib_rst;
    wire print;
    wire [31:0] sum_wire;
    fibonacci fibonacci(.clk(clk), .rst(fib_rst_wire), .n(n_wire), .sum(sum_wire), .print(print));
    parameter S_read = 3'b001, S_calc = 3'b010, S_print = 3'b100;
    always @(posedge clk or posedge rst) begin
        if (rst) begin
            send <= 0;
            hex <= 4'b0;
            i <= 4'd0;
            num_in <= 12'b0;
            result <= 32'b0;
            state <= S_read;
            fib_rst <= 1;  
            input_state <= 0;
        end
        else begin
            case(state) 
                S_read: begin if (flag) begin      
                            case(input_state)
                                0: begin                       
                                case(ascii)
                                    8'h30: begin
                                        num_in[7:4]<=4'h0;
                                        input_state<=1;
                                    end
                                    8'h31: begin
                                        num_in[7:4]<=4'h1;
                                        input_state<=1;
                                    end 
                                    8'h32: begin
                                        num_in[7:4]<=4'h2;
                                        input_state<=1;
                                    end
                                    8'h33: begin
                                        num_in[7:4]<=4'h3;
                                        input_state<=1;
                                    end
                                    8'h34: begin
                                        num_in[7:4]<=4'h4;
                                        input_state<=1;
                                    end
                                    8'h35: begin
                                        num_in[7:4]<=4'h5;
                                        input_state<=1;
                                    end
                                    8'h36: begin
                                        num_in[7:4]<=4'h6;
                                        input_state<=1;
                                    end
                                    8'h37: begin
                                        num_in[7:4]<=4'h7;
                                        input_state<=1;
                                    end
                                    8'h38: begin
                                        num_in[7:4]<=4'h8;
                                        input_state<=1;
                                    end
                                    8'h39: begin
                                        num_in[7:4]<=4'h9;
                                        input_state<=1;
                                    end
                                    8'h0A: begin
                                        fib_rst <= 0;
                                        n <= num_in[7:4];
                                        state <= S_calc;      
                                    end
                                    default: num_in[7:4]<=4'h0;  
                                endcase
                                end
                                1: begin                       
                                case(ascii)
                                    8'h30: begin
                                        num_in[3:0]<=4'h0;
                                    end
                                    8'h31: begin
                                        num_in[3:0]<=4'h1;
                                    end 
                                    8'h32: begin
                                        num_in[3:0]<=4'h2;
                                    end
                                    8'h33: begin
                                        num_in[3:0]<=4'h3;
                                    end
                                    8'h34: begin
                                        num_in[3:0]<=4'h4;
                                    end
                                    8'h35: begin
                                        num_in[3:0]<=4'h5;
                                    end
                                    8'h36: begin
                                        num_in[3:0]<=4'h6;
                                    end
                                    8'h37: begin
                                        num_in[3:0]<=4'h7;
                                    end
                                    8'h38: begin
                                        num_in[3:0]<=4'h8;
                                    end
                                    8'h39: begin
                                        num_in[3:0]<=4'h9;
                                    end
                                    8'h0A: begin
                                        fib_rst <= 0;
                                        n <= num_in[7:4]*4'd10 + num_in[3:0];
                                        state <= S_calc;      
                                    end
                                    default: num_in[3:0]<=4'h0;  
                                endcase
                                end
                            endcase                     
                        end 
                        else begin
                            state <= S_read;
                        end
                end
                S_calc: begin if (print) begin
                            result <= sum_wire;
                            state <= S_print;
                        end else begin
                            state <= S_calc;
                        end
                end
                S_print: begin if (i < 8) begin
                            if (ready) begin
                                hex <= result[31:28];
                                result[31:28]<=result[27:24];
                                result[27:24]<=result[23:20];
                                result[23:20]<=result[19:16];
                                result[19:16]<=result[15:12];
                                result[15:12]<=result[11:8];
                                result[11:8]<=result[7:4];
                                result[7:4]<=result[3:0];
                                result[3:0]<=4'b0;
                                i <= i+1;
                            end
                            send <= 1;
                            state <= S_print;                                                    
                        end else begin
                            send <= 0;
                            hex <= 4'b0;
                            i <= 4'd0;
                            num_in <= 12'b0;
                            result <= 32'b0;
                            fib_rst <= 1;
                            state <= S_read;
                            input_state <= 0;
                        end
                end
            endcase
        end
    end
endmodule
`timescale 1ns / 1ps
module fibonacci(
    input clk,
    input rst,
    input [5:0] n,
    output [31:0] sum,
    output reg print
    );
    reg [31:0] current;
    reg [31:0] previous;
    reg [5:0] counter;
    always @(posedge clk or posedge rst) begin
        if (rst) begin
            previous <= 32'b0;
            current <= 32'b1;
            counter <= 6'b1;
            print <= 0;       
        end else if (counter < n) begin
            current <= current + previous;
            previous <= current;
            counter <= counter + 1;
            print <= 0;
        end else begin
            print <= 1;
        end
    end
    assign sum = current;
endmodule
</file>
<file path="flow/run.sh">
#!/bin/bash
# OpenROAD 26Q1-2900-gdf79404cd8, Yosys 0.63+post, stock flow scripts
make -C /OpenROAD-flow-scripts/flow DESIGN_CONFIG=/design/flow/config.mk WORK_HOME=/design/flow/orfs finish
</file>
==> flow_summary.json <==
{
  "status": "finished, violations left",
  "violations": "setup timing",
  "wl_per_cell_um": 16.0,
  "core_um2": 24200,
  "power_mw": 40.4,
  "ys.flops": 131,
  "cp-end-kind": "flop",
  "slew_viol_final": 0,
  "netlist_instances": 833,
  "synth_seq_share_pct": 44.8,
  "syn_to_final_growth_pct": 66.7,
  "swShare_pct": 40.8,
  "hp-class": "reg -> async",
  "grt_first_pass_wirelength_mm": 34.9,
  "gr-usage-all-layers_pct": 17.3,
  "tightestPinTransition_ns": 0.384,
  "finalNonFillerCells": 1423,
  "required_ns": 1.42,
  "place_inst": 1321,
  "hold_viol": 0,
  "post-route-cell-area_um2": 12300,
  "fill_cells": 1976,
  "io_buffers": 19,
  "warnings": 28,
  "ys_cells": 833,
  "fin_util_pct": 50.8,
  "synth_area_per_cell_um2": 8.88,
  "grt_pass1_vias": 6897,
  "cts_buffer_depth": 2,
  "place_ws_ns": -1.50,
  "fp_util_pct": 30.5,
  "edf_count": 6,
  "syn_area_um2": 7390,
  "powerDensity_nw_per_um2": 3280,
  "r2r_slack_ns": -1.43,
  "clk_latency_ns": 0.42,
  "intPower_mw": 23.9,
  "ios": 20,
  "clkTransAtPathRegs_ns": 0.06,
  "place.gp.congestion": 0.866,
  "grt_antenna_before_repair": 0,
  "die-width_um": 159,
  "top_area_cell": "dfrtp_1",
  "rsz0062_at_grt": "yes",
  "dieHeight_um": 159,
  "clkPwrFrac_pct": 14.8,
  "ys_warn_count": 2,
  "cts_tree": "yes",
  "slew_headroom_pct": 74.0,
  "irDropWorstVdd_mv": 1.92,
  "die_area_um2": 25300,
  "place_hpwl_mm": 12.6,
  "place_area_um2": 9490,
  "synth_cell_types": 54,
  "finalCritPeriodShare_pct": 230,
  "antennaDiodeCount": 0,
  "start_kind": "flop",
  "via_per_inst": 4.94,
  "drive_gt1_share_pct": 49.4,
  "cts_root_buffer": "clkbuf_16",
  "ys_chip_area_um2": 7390,
  "cts.sinks": 131,
  "path_class": "reg -> reg",
  "synthFlopType": "dfrtp_1",
  "dr_total_vias": 7029,
  "dr.pass1.iters": 7,
  "cp.arrival_ns": 2.85,
  "fp-row-count": 57,
  "ant_nets": 0,
  "combPwrFrac_pct": 66.9,
  "async_flop_share_pct": 95.4,
  "p_seq_share_pct": 18.3,
  "grt_overflow_total": 0,
  "cts_max_level": 4,
  "cts_buffers": 17,
  "fin_ws_ns": -1.43,
  "seq_area_um2": 3320,
  "critPathMaxFanout": 5,
  "finClkSkew_ns": 0.0103,
  "drc_errors": 0,
  "grt_max_degree": 61,
  "cap_violations": 0,
  "fmax_mhz": 395,
  "p_switching_mw": 16.5,
  "drt_first_iter_violations": 362,
  "wl_mm": 22.7,
  "p_leak_nw": 5.61,
  "yosys.area.top_type_share_pct": 40.9,
  "fin_crit_ns": 2.53,
  "cts_hold_buffers": 0,
  "area_leaders": "dfrtp_1 (41%), nand2_1 (8.6%), ha_1 (7.4%), a21oi_1 (6.8%), o21ai_0 (4.0%)",
  "finalSetupViolations": 143,
  "logic_area_um2": 5080
}
-- stage by stage --
stage / hold slack (ns) / setup TNS, ns
after global routing: 0.395 / -125.07
after CTS: 0.357 / -106.91
after floorplan: 0.287 / -92.51
after global placement: 0.346 / -113.82
final: 0.339 / -113.12
after detailed placement: 0.346 / -113.02
-- cells by family (layout without fill, tap and decap cells) --
family | count (synthesis) | after routing | synth area share [%]
DFF | 131 | 131 | 44.8
xor gates and xnor gates | 36 | 36 | 4.26
buffers and inverters | 75 | 341 | 3.93
adders and majority gates | 46 | 46 | 7.99
AOI/OAI and AO/OA | 231 | 231 | 18.7
muxes | 13 | 13 | 1.93
and+or+nand+nor | 301 | 301 | 18.4
-- critical path: stages (launching register included) --
cell and delay [ns]:
dfrtp_1 0.40, ha_1 0.40, a21oi_1 0.30, o311ai_4 0.14, o211a_4 0.19, a211oi_4 0.29
o31ai_4 0.10, a211oi_2 0.24, buf_4 0.15, o2111ai_1 0.09, o2111ai_1 0.12
-- layer usage --
layer	vias to the layer above	share of wire, %	track usage (%)
met2	147	44	26.0
met3	31	5.4	4.33
li1	3421	-	-
met4	0	2.0	2.53
met1	3430	48	26.3
met5	-	0	0
-- synth_stat cells, types with 3 or more instances --
cell type,n
nand2_1,170
dfrtp_1,121
a21oi_1,101
o21ai_0,59
nor2_1,45
ha_1,44
clkbuf_1,35
inv_1,30
nor3b_1,28
xnor2_1,23
nand3_1,16
a21o_1,14
xor2_1,13
a31oi_1,11
mux2_2,10
nor3_1,9
buf_2,7
nand4_1,7
nor2b_1,7
edfxtp_1,6
a211oi_1,5
o21bai_1,5
and2_1,4
and3_1,4
dfstp_2,4
o211ai_1,4
o31ai_1,4
a21boi_0,3
a22o_1,3
mux2i_1,3
nand2b_1,3
o2111ai_1,3
-- registers in the layout, summed over array words and instances, names as in the netlist --
| name | count |
|---|---|
| fibonacci.current | 32 |
| fibonacci.previous | 32 |
| result | 32 |
| num_in | 8 |
| fibonacci.counter | 6 |
| n | 6 |
| hex | 4 |
| i | 4 |
| state | 3 |
| fib_rst | 1 |
| fibonacci.print | 1 |
| input_state | 1 |
| send | 1 |
-- placed cells by master, fill, tap and decap left out, types with 7 or more instances in the layout --
cell type / count
buf_4: 184
dfrtp_1: 117
nand2_1: 111
a21oi_1: 53
a21oi_2: 43
nand2_2: 42
buf_6: 39
o21ai_1: 35
ha_1: 33
nor2_4: 31
inv_1: 25
clkbuf_16: 22
xnor2_1: 19
nor3b_1: 17
nand2_4: 17
buf_12: 17
a21o_1: 14
nor2_1: 13
xor2_1: 12
o21ai_0: 12
o21ai_2: 11
ha_4: 11
clkdlybuf4s50_1: 11
buf_16: 10
nand3_1: 9
nor3b_2: 8
a21oi_4: 7
a31oi_1: 7
nand4_1: 7
mux2_2: 7
buf_2: 7
-- power groups by stage --
stage	logic, mW	clock network (mW)	registers, mW
after global routing	29.2	6.31	7.56
final	27.0	5.98	7.40
after CTS	23.2	6.07	7.34
-- repair_timing --
action                                  CTS  global route
endpoints found under the hold margin     0             0
buffers inserted                         38            26
cloned                                   11             6
pin swaps                                69            75
gates resized                           217           168
endpoints found under the setup margin  144           145
-- cell type report --
| type | count | share of cell area, % |
|---|---|---|
| Multi-Input combinational cell | 627 | 41.3 |
| Sequential cell | 131 | 26.9 |
| Timing Repair Buffer | 277 | 22.4 |
| Clock buffer | 18 | 3.66 |
| Tap cell | 324 | 3.29 |
| Clock inverter | 14 | 1.41 |
| Inverter | 32 | 1.10 |
-- worst paths after layout --
| check | startpoint | cells after the start | endpoint |
|---|---|---|---|
| min in group clk0 | fibonacci.previous[25]$_DFFE_PP0N_ | 2 | fibonacci.previous[25]$_DFFE_PP0N_ |
| worst min-delay path | fib_rst$_DFFE_PP1P_ | 2 | fibonacci.counter[2]$_DFFE_PP0N_ |
| worst max-delay path | fibonacci.previous[7]$_DFFE_PP0N_ | 10 | fibonacci.current[28]$_DFFE_PP0N_ |
| worst max register to register | fibonacci.previous[7]$_DFFE_PP0N_ | 10 | fibonacci.current[28]$_DFFE_PP0N_ |
| max in group asynchronous | fib_rst$_DFFE_PP1P_ | 2 | fibonacci.current[17]$_DFFE_PP0N_ |
| worst min register to register | fib_rst$_DFFE_PP1P_ | 2 | fibonacci.counter[2]$_DFFE_PP0N_ |
Power figures rest on the tool's default switching activity, not on a simulated workload.
