File: /design/flow/design.v
`timescale 1ns / 1ps
module register#(parameter SIZE = 16,RESET_VAL=0)(
    output reg [SIZE-1:0] q,
    input [SIZE-1:0] d,
    input reset,
    input enable,
    input clock
    );
    always@(posedge clock)
        if(reset)
            q<=RESET_VAL;
        else
            if(enable)
                q<=d;
endmodule
`timescale 1ns / 1ps
module register_file#(
    parameter DATA_SIZE = 16)(
    input [2:0] reg_select1,
    input [DATA_SIZE-1:0] reg_in1,
    input write_enable1,
    output [DATA_SIZE-1:0] reg_out1,
    input [2:0] reg_select2,
    input write_enable2,
    input [DATA_SIZE-1:0] reg_in2,
    output [DATA_SIZE-1:0] reg_out2,
    input reset,
    input clock,
    output [DATA_SIZE*6-1:0] R_allout
    );
    wire [DATA_SIZE*6-1:0] R_allin;
    wire [5:0] R_enable;
    wire [2:0] write_select;
    wire anywrite;
    genvar i;
    generate for(i=0;i<6;i=i+1) begin
        register R(R_allout[(i+1)*DATA_SIZE-1:i*DATA_SIZE],R_allin[(i+1)*DATA_SIZE-1:i*DATA_SIZE],reset,R_enable[i],clock);
    end
    endgenerate
    regselect rs1(reg_out1,R_allout,reg_select1);
    regselect rs2(reg_out2,R_allout,reg_select2);
    assign write_select = (write_enable1)?reg_select1:reg_select2;
    assign anywrite = write_enable1 ^ write_enable2;
    for(i=0;i<6;i=i+1) begin
        assign R_allin[(i+1)*DATA_SIZE-1:i*DATA_SIZE] = (write_enable1)?reg_in1:reg_in2;
    end
    genvar j;
    for(j=0;j<6;j=j+1)begin
        assign R_enable[j] = anywrite & (j==write_select);
    end
endmodule
module regselect#(
    parameter DATA_SIZE = 16)(
    output reg [DATA_SIZE-1:0] regout,
    input [DATA_SIZE*6-1:0] regall,
    input [2:0] regselect);
    always@(*) begin
        case(regselect)
            0: regout = regall[(0+1)*DATA_SIZE-1:0*DATA_SIZE];
            1: regout = regall[(1+1)*DATA_SIZE-1:1*DATA_SIZE];
            2: regout = regall[(2+1)*DATA_SIZE-1:2*DATA_SIZE];
            3: regout = regall[(3+1)*DATA_SIZE-1:3*DATA_SIZE];
            4: regout = regall[(4+1)*DATA_SIZE-1:4*DATA_SIZE];
            default: regout = regall[(5+1)*DATA_SIZE-1:5*DATA_SIZE];
        endcase
    end
endmodule
File: /design/flow/run.sh
#!/bin/bash
# OpenROAD 26Q1-2900-gdf79404cd8, Yosys 0.63+post, stock flow scripts
make -C /OpenROAD-flow-scripts/flow DESIGN_CONFIG=/design/flow/config.mk WORK_HOME=/design/flow/orfs finish
File: /design/flow/config.mk
export PLATFORM = sky130hd
export DESIGN_NAME = register_file
export DESIGN_NICKNAME = register_file
export VERILOG_FILES = /design/flow/design.v
export SDC_FILE = /design/flow/constraint.sdc
export NUM_CORES = 4
export LEC_CHECK = 1
export CORE_UTILIZATION = 30
File: /design/flow/constraint.sdc
current_design register_file

set clk_period 7.5
set clk_io_pct 0.2

create_clock -name clk0 -period $clk_period [get_ports {clock}]

set non_clock_inputs [all_inputs -no_clocks]
set_input_delay [expr $clk_period * $clk_io_pct] -clock clk0 $non_clock_inputs
set_output_delay [expr $clk_period * $clk_io_pct] -clock clk0 [all_outputs]
==> qor.csv <==
stage,metric,value,unit
worst_setup_path,"Req. time, crit path",6.00,ns
power,Pwr Density,161,nW/µm²
worst_setup_path,WS Path Type,primary input to primary output,
clocking,Root Driver,clkbuf_16,
floorplan,die height,144,µm
synth,flip-flops with a built-in enable,0,
detailed_routing,WL per Instance,19.3,µm
synth,# Cells Yosys,636,
floorplan,Init Core Util,30.7,%
synth,Adder Area Share,0,%
final_layout,Synth-to-Final Area Change,34.0,%
worst_setup_path,CP Launch Type,primary input,
clocking,clk latency late pin,0.36,ns
detailed_routing,DRC errors left,0,
synth,Flops after synth,96,
worst_setup_path,worst-case reg-to-reg path depth,2,
floorplan,Die ar.,20600,µm²
detailed_routing,via/cell ratio,4.98,
clocking,clock sink total,96,
worst_setup_path,CP Max Fanout,14,
flow_run,Maximum Capacitance Violations,0,
synth,yosys xor share,0,%
hold_path,worst min-delay path category,flip-flop to flip-flop,
worst_setup_path,data arrival time of the critical path,4.29,ns
clocking,H-tree levels,3,
synth,Main area contributors,"dfxtp_1, mux2i_1, nand2b_1",
synth,Mux area share,28.1,%
synth,area fraction in compound gates,11.4,%
synth,cell type with the largest total area,dfxtp_1,
sta,fin. max-slew vios,0,
synth,Yosys top cell by instances,mux2i_1,
worst_setup_path,Setup crit start,reg_select2[1],
detailed_routing,Routed WL,20.0,mm
clocking,Post-CTS Setup Inserts,0,
clocking,CTS Hold Buffers Added,0,
power,Peak VDD IR,0.101,mV
synth,Top logic family,multiplexers,
sta,Final Cycle Share,77.3,%
synth,simple share,21.3,%
clocking,CTS tree,built,
final_layout,Largest Register,genblk1.R.q,
sta,Worst Tran Pin Value,0.780,ns
sta,fin crit period,5.79,ns
sta,RSZ-0062 raised after global routing,false,
worst_setup_path,reg2reg start,genblk1[2].R.q[14]$_SDFFE_PP0P_,
sta,Setup Skew,0,ns
sta,Hold WS,0.507,ns
synth,sequential share of the synthesized area,31.9,%
floorplan,core area,19600,µm²
sta,Slew HR,48.0,%
clocking,CTS resizes,0,
synth,Top cell area share,31.9,%
clocking,Worst-path clk slew,0.07,ns
worst_setup_path,Critical Path End Type,primary output,
sta,TNS Setup,0,ns
floorplan,die width,144,µm
placed_design,Port Buffers,169,
hold_path,Worst Hold Path Cells,2,
placed_design,Routability Congestion,0.838,
synth,mean post-synth cell area,9.46,µm²
placed_design,DP Wirelength,13.5,mm
global_route,GRT Overall Usage,20.1,%
clocking,CTS max path bufs,2,
synth,Ys Warns,2,
synth,Synth cell types,45,
outcome,status,"finished, final reports clean",
floorplan,Rows,51,
clocking,CTS Buf Count,9,
detailed_routing,initial DRC count,232,
global_route,largest net degree at the start of global routing,74,
final_layout,Top Registers,genblk1.R.q (96),
power,Leak,0.00336,µW
flow_run,number of OpenROAD warnings,25,
synth,ys flop type,dfxtp_1,
floorplan,I/O pin cnt,170,
synth,most frequent cells after synthesis,"mux2i_1, nand2b_1, dfxtp_1, clkbuf_1",
sta,final hold vios,0,
final_layout,post-layout util,41.2,%
global_route,initial antenna violation count,0,
final_layout,max reg flops,96,
sta,fmax,173,MHz
hold_path,Hold Startpoint,genblk1[4].R.q[2]$_SDFFE_PP0P_,
hold_path,WHS Endpoint,genblk1[4].R.q[2]$_SDFFE_PP0P_,
synth,Cells after Synth,636,
detailed_routing,First-pass DRT Iterations,5,
global_route,first-pass GRT wire length,30.4,mm
global_route,number of global-route vias before repair,5008,
synth,Post-synth ARST share,0,%
detailed_routing,ANT nets after route,0,
worst_setup_path,r2r endpoint,genblk1[2].R.q[14]$_SDFFE_PP0P_,
synth,netlist area before placement,6020,µm²
global_route,grt total ovfl,0,
worst_setup_path,r2r setup slk,6.79,ns
final_layout,share of layout cells above drive strength 1,11.2,%
synth,Yosys Chip Area,6020,µm²
sta,setup violators final,0,
detailed_routing,Via Count,5135,
detailed_routing,Ant. Diodes,0,
per-stage QoR:
stage	std cells	setup WS, ns	power [µW]	cell area, µm²
floorplan	636	3.46	667	6020
global placement	1017	1.75	775	7730
detailed placement	1017	1.75	775	7730
CTS	1032	1.73	1310	8060
global route	1032	1.61	1350	8060
finish	1032	1.71	1300	8060
worst max-delay path, cell delays in order:
cell             delay [ns]
clkdlybuf4s50_1        0.91
nand2b_1               0.60
o32a_1                 0.47
a31oi_1                0.28
clkdlybuf4s50_1        0.53
power by group:
group / total [µW] / leakage [µW] / internal [µW] / switching (µW)
clock network: 534 / 0.000165 / 324 / 210
logic: 225 / 0.00242 / 121 / 103
registers: 538 / 0.000776 / 523 / 15.6
total: 1300 / 0.00336 / 968 / 329
placed cells by master, fill, tap and decap left out, types with 2 or more instances in the layout:
cell,Yosys,routed
nor4bb_1,9,9
nand2b_1,98,98
nor2b_1,15,15
or2_1,17,17
buf_4,0,16
clkinv_2,0,2
mux2i_1,124,124
mux2_2,21,21
o21ai_1,7,6
nand2_1,27,27
nor3b_4,3,3
o32a_1,6,6
buf_2,7,7
nor2_1,27,26
bufinv_16,0,3
inv_1,8,8
and3b_4,2,2
o22ai_4,3,3
clkdlybuf4s50_1,0,162
o22a_1,2,2
a21o_1,15,15
a31oi_1,21,21
mux4_2,9,9
clkbuf_16,0,9
o22ai_1,11,11
a21oi_1,18,18
dfxtp_1,96,96
o21ai_0,12,12
area by class of cell:
| type | instances | area [µm²] |
|---|---|---|
| Sequential cell | 96 | 1920 |
| Tap cell | 265 | 332 |
| Multi-Input combinational cell | 463 | 3670 |
| Inverter | 8 | 30.0 |
| Timing Repair Buffer | 185 | 1780 |
| Clock buffer | 9 | 225 |
| Fill cell | 1904 | 11500 |
| Clock inverter | 6 | 109 |
kinds of logic after synthesis:
| kind of cell | count (synthesis) |
|---|---|
| compound gates | 100 |
| simple gates | 208 |
| flops | 96 |
| buf+inv | 77 |
| mux | 155 |
routing by layer:
layer  up-vias  wire length (µm)  global-route usage [%]  share of wire (%)
met5         -                 0                       0                  0
met4         0               238                    2.13                1.2
met3        19              1220                    3.77                6.1
met2       175              9210                    32.3                 46
met1      2459              9280                    29.2                 47
li1       2482                 -                       -                  -
worst max-delay path by stage:
stage | to | slack (ns) | depth (start not counted)
global route | reg_out2[14] | 1.61 | 5
finish | reg_out2[14] | 1.71 | 5
CTS | reg_out2[11] | 1.73 | 5
Power and IR drop assume default switching activity.
