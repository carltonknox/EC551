--- run.sh ---
#!/bin/bash
# OpenROAD 26Q1-2900-gdf79404cd8, Yosys 0.63+post, stock flow scripts
make -C /OpenROAD-flow-scripts/flow DESIGN_CONFIG=/design/flow/config.mk WORK_HOME=/design/flow/orfs finish
--- constraint.sdc ---
current_design control

set clk_period 9.8
set clk_io_pct 0.2

create_clock -name clk0 -period $clk_period

set non_clock_inputs [all_inputs -no_clocks]
set_input_delay [expr $clk_period * $clk_io_pct] -clock clk0 $non_clock_inputs
set_output_delay [expr $clk_period * $clk_io_pct] -clock clk0 [all_outputs]
--- design.v ---
`timescale 1ns / 1ps
module CPU_wrapper#(
    parameter DATA_SIZE = 16,
    parameter ADDRESS_LENGTH = 12,
    parameter MEM_INIT_FILE = ""
    )(input sys_clock,user_clock,reset,continue,
      output [DATA_SIZE-1:0] PC_out,
      output [DATA_SIZE*6-1:0] R_allout);
      reg fake_clock;
      always@(posedge sys_clock)
        fake_clock <= user_clock;
    CPU epyc(fake_clock,reset,continue,PC_out,R_allout,0,0,0);
endmodule
module CPU#(
    parameter DATA_SIZE = 16,
    parameter ADDRESS_LENGTH = 12,
    parameter MEM_INIT_FILE = "C:/Users/ckowk/Documents_Offline/EC551/Lab1/meminit.txt"
    )(input clock,reset,continue,
      output [DATA_SIZE-1:0] PC_out,
      output [DATA_SIZE*6-1:0] R_allout,
      input DMA,
      input [ADDRESS_LENGTH-1:0] address_DMA,
      input [DATA_SIZE-1:0] data_in_DMA,
      output halted
    );
    wire [2:0] reg_select1,reg_select2;
    wire [DATA_SIZE-1:0] reg_in1,reg_in2,reg_out1,reg_out2;
    wire write_enable1,write_enable2;
    register_file registers(reg_select1,reg_in1,write_enable1,reg_out1,reg_select2,write_enable2,reg_in2,reg_out2,reset,clock,R_allout);
    wire [DATA_SIZE-1:0] A,B,C;
    wire [1:0] ALUOp;
    ALU alu(A,B,ALUOp,C);   
    wire [DATA_SIZE-1:0] mem_out,
                         mem_in;
    wire [ADDRESS_LENGTH-1:0] mem_address;
    wire write_enable_mem;
    wire [DATA_SIZE-1:0] fetch_out;
    wire [ADDRESS_LENGTH-1:0] PC_address;
    memory mem(mem_address,PC_address,mem_in,mem_out,fetch_out,write_enable_mem,clock,reset,DMA,address_DMA,data_in_DMA);
    defparam mem.MEM_INIT_FILE = MEM_INIT_FILE;
    wire [DATA_SIZE-1:0] PC_next;
    wire [DATA_SIZE-1:0] instruction;
    assign halted=(instruction[15:12]==0);
    wire PC_enable;
    register #(.RESET_VAL(31)) PC(PC_out,PC_next,reset,PC_enable,clock);
    fetch_unit FU(PC_out,fetch_out,PC_address,instruction);
    wire mcu_op,mcu_en;
    wire [DATA_SIZE-1:0] r_in_data,r_out_data,r_out_address;
    memory_controller MCU(mcu_op,mcu_en,r_out_address,r_out_data,mem_out,r_in_data,mem_in,,write_enable_mem,mem_address);
    reg cmp_reg;
    wire cmp_next;
    always@(posedge clock)
        cmp_reg=cmp_next;
    control controller(instruction,reg_select1,reg_select2,reg_out1,reg_out2,mcu_op,mcu_en,r_in_data,r_out_data,r_out_address,write_enable1,write_enable2,reg_in1,reg_in2,
        PC_out,PC_next,PC_enable,
        A,B,ALUOp,C,
        cmp_reg,cmp_next,
        continue);
endmodule
module control#(
    parameter DATA_SIZE = 16,
    parameter ADDRESS_LENGTH = 12
    )(input [DATA_SIZE-1:0] instruction,
      output [2:0] Rn,Rm,
      input [DATA_SIZE-1:0] Rn_out,Rm_out,
      output reg mcu_op, mcu_en,
      input [DATA_SIZE-1:0] r_in_data,
      output reg [DATA_SIZE-1:0] r_out_data,r_out_address,
      output reg Rn_write,Rm_write,
      output reg [DATA_SIZE-1:0] Rn_in,Rm_in,
      input [DATA_SIZE-1:0] PC_out,
      output reg [DATA_SIZE-1:0] PC_next,
      output reg PC_enable,
      output reg [DATA_SIZE-1:0] A,
      output reg [DATA_SIZE-1:0] B,
      output reg [1:0] ALUOp,
      input [DATA_SIZE-1:0] C,
      input cmp_reg, output reg cmp_next,
      input continue
      );
    wire [3:0] operation;
    assign operation = instruction[15:12];
    assign Rn = instruction[8:6];
    assign Rm = instruction[2:0];
    wire div_sign;
    assign div_sign =Rm_out[DATA_SIZE-1];
    reg [DATA_SIZE-1:0] divtmp; 
    always@(*) begin
    begin
        r_out_address=0;
        mcu_op = 0;
        mcu_en = 0;
        Rn_write=0;
        Rm_write=0;
        Rn_in=0;
        Rm_in=0;
        PC_next = PC_out+1;
        PC_enable=1;
        A=0;
        B=0;
        ALUOp=0;
        r_out_data=0;
        cmp_next= cmp_reg;
    end
    case(operation)
        4'b0000: begin
            if(~continue)
                PC_next = PC_out;
        end
        4'b0001: begin
            Rm_write=1;
            A=Rm_out;
            ALUOp=2'b10;
            Rm_in= C;
        end
        4'b0010 : begin 
            PC_next=instruction[11:0];
        end
        4'b0011 : begin 
            if(~cmp_reg)
                PC_next=instruction[11:0];
        end
        4'b0100 : begin 
            if(cmp_reg)
                PC_next=instruction[11:0];
        end
        4'b0101 : begin  
            A=Rn_out;
            B=Rm_out;
            Rn_in=C;
            Rn_write=1;
            ALUOp=2'b00;
        end
        4'b0110 : begin  
            A=Rn_out;
            B=Rm_out;
            Rn_in=C;
            Rn_write=1;
            ALUOp=2'b01;
        end
        4'b0111 : begin 
            A=Rn_out;
            B=Rm_out;
            Rn_in=C;
            Rn_write=1;
            ALUOp=2'b11;
        end
        4'b1000 : begin  
            A=Rn_out;
            B=Rm_out;
            cmp_next=~(|C);
            ALUOp=2'b01;
        end
        4'b1001 : begin  
            Rn_write=1;
            Rn_in = $signed(instruction[5:0]);
        end
        4'b1010 : begin  
            Rn_write=1;
            Rn_in = Rm_out;
        end
        4'b1011: begin  
            mcu_op = 0;
            mcu_en = 1;
            Rn_write=0;
            Rm_write=0;
            r_out_address =Rn_out;
            r_out_data=Rm_out;
        end
        4'b1100 : begin  
            mcu_op = 1;
            mcu_en = 1;
            Rn_write=1;
            Rm_write=0;
            r_out_address =Rm_out;
            Rn_in=r_in_data;
        end
        4'b1101 : begin  
            Rn_write=1;
            Rn_in=Rn_out*Rm_out;
        end
        4'b1110 : begin  
            Rn_write=1;
            divtmp=Rn_out/(div_sign)?(-Rm_out):Rm_out;
            Rn_in=(div_sign)?-divtmp:divtmp;
        end
        4'b1111 : begin  
            mcu_op = 0;
            mcu_en = 1;
            r_out_address =Rn_out;
            r_out_data=r_in_data+1;
        end
     endcase
     end
endmodule
--- config.mk ---
export PLATFORM = sky130hd
export DESIGN_NAME = control
export DESIGN_NICKNAME = control
export VERILOG_FILES = /design/flow/design.v
export SDC_FILE = /design/flow/constraint.sdc
export NUM_CORES = 4
export LEC_CHECK = 1
export CORE_UTILIZATION = 50
==> out/metrics.csv <==
metric,value,unit
pwr/cell area,135,nW/µm²
upper clock frequency limit,98.1,MHz
Iter 0 DRT Violations,820,
Max VDD drop,0.219,mV
outcome,"complete, but fails checks",
synthesized area,9170,µm²
static leakage,0.00607,µW
gr usage total,0.380,
Post-Layout Cell Count,1865,
Ys Warns,1,
initial antenna violation count,1,
CP max-delay cell,clkdlybuf4s50_1,
Netlist cell types,91,
sequential element share of the synthesized area,0,
crit-path max cell delay,540,ps
synthesis-to-layout area growth,48.2,%
Total Wirelength,35.0,mm
YS chip area,9170,µm²
Tcrit/Tclk final,1.04,
# IOs,224,
Worst-Margin Slew,911,ps
clock buffers,0,
setup violators final,13,
most instantiated logic cells after routing,"clkdlybuf4s50_1 (207), buf_4 (195), nand2_1 (146)",
Top cell excl fill/tap,clkdlybuf4s50_1,
core area,18000,µm²
FFs & Latches,0,
Placed Instances,1832,
DRT antenna net count,0,
DRC,0,
Tool Warnings,40,
Port Buf Inserts,223,
WP data arrival,8240,ps
RSZ-0062 raised after global routing,true,
FP Util,0.510,
HPWL Detailed,27.5,mm
Mapped Cells,1295,
DRT Pass-1 Iters,7,
Max-cap violations,0,
largest net degree at the start of global routing,33,
vias in the first global route,9977,
RD Place Congestion,1.01,
Register Area,0,µm²
final hold slack,4660,ps
Period minus WS final,10200,ps
first-pass GRT wire length,53.5,mm
Final WS setup,-397,ps
Worst setup EP type,primary output,
failing checks,negative setup slack,
Crit path required time,7840,ps
relative slew slack,0.391,
FP Rows,49,
Routed WL per cell,18.8,µm
full die area,18900,µm²
routed vias/inst,5.86,
Slew Limit Fails,0,
synthesized area per cell,7.08,µm²
Die Height,137,µm
chip width,137,µm
Critical Path Source Type,primary input,
yosys cell count,1295,
Layout fillers,1301,
layout cells sized above 1,0.201,
fin util,0.756,
Setup CP Type,primary input to primary output,
Final Hold Viols,0,
crit path max fanout,6,
min-delay worst type,primary input to primary output,
aggregate global routing overflow,0,
via count,10923,
-- path summary, 6_finish.rpt --
check	start	end	cells past startpoint
max	Rn_out[1]	Rn_in[9]	30
min	C[11]	Rn_in[11]	4
-- report_power, final --
part	switching (µW)	internal [µW]	total, µW
logic	908	926	1830
registers	0	0	0
clock network	0	0.0000139	0.0000139
-- area by class of cell --
| cell class | instances | area (µm²) | share of cell area |
|---|---|---|---|
| Antenna cell | 1 | 2.50 | 0.000184 |
| Tap cell | 229 | 287 | 0.0211 |
| Multi-Input combinational cell | 1057 | 8780 | 0.646 |
| Inverter | 136 | 514 | 0.0378 |
| Timing Repair Buffer | 442 | 4000 | 0.295 |
-- Yosys cell counts (8+ instances only) --
cell | number | area, µm²
nor4_1 | 15 | 93.8
buf_4 | 8 | 60.1
fa_1 | 81 | 1620
o21ai_0 | 73 | 365
a22o_1 | 36 | 315
and3_1 | 37 | 231
a31oi_1 | 8 | 50.1
a21oi_1 | 46 | 230
a221oi_1 | 11 | 96.3
nand3_1 | 25 | 125
or3_1 | 12 | 75.1
nand2_1 | 147 | 552
nor3b_1 | 15 | 113
clkbuf_1 | 86 | 323
and2_1 | 71 | 444
a21o_1 | 8 | 60.1
xnor2_1 | 57 | 499
a221o_1 | 11 | 110
o21a_1 | 8 | 60.1
xor2_1 | 26 | 228
a22oi_1 | 8 | 60.1
o211ai_1 | 9 | 67.6
inv_1 | 136 | 510
a211oi_1 | 8 | 60.1
nor3_1 | 23 | 115
nand4_1 | 15 | 93.8
ha_1 | 71 | 888
nor2_1 | 88 | 330
o21bai_1 | 10 | 75.1
-- repair_timing --
item	in CTS	in global routing
hold buffers	0	0
endpoints found under the setup margin	15	15
cloned	0	2
gates resized	51	85
buffers inserted	13	18
pin swaps	33	35
-- worst max-delay path, delay by kind of cell --
family	cells	cell delay [ps]
AOI/OAI and AO/OA	14	2820
xor gates and xnor gates	1	150
buffers and inverters	10	2220
and+or+nand+nor	5	1080
-- metrics by stage --
stage / setup slack [ps] / total power, µW / cell area (µm²) / setup TNS (ps)
after global placement: -1140 / 1730 / 12700 / -12780
after detailed placement: -1200 / 1750 / 12700 / -13500
after global routing: -695 / 2040 / 13600 / -7100
final: -397 / 1830 / 13600 / -3100
after CTS: -520 / 1790 / 13000 / -4230
after floorplan: 57.5 / 1030 / 9190 / 0
-- per-layer routing --
layer,GRT usage,share of wire,up-vias
met4,0.0812,0.025,0
met5,0.0139,0,-
met2,0.602,0.46,576
li1,-,-,5176
met3,0.0890,0.10,62
met1,0.534,0.41,5109
-- kinds of logic after synthesis --
family,count (synthesis),share of synthesized area
simple gates,492,0.281
xor+xnor,83,0.0793
buf+inv,238,0.101
compound gates,317,0.251
mux,11,0.0130
fa+ha+maj,152,0.274
other cells,2,0.000819
Power is estimated from default activity; no workload was simulated.
